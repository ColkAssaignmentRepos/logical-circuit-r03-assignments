===== /design/flow/design.v =====
module m_second_timer(input one_hz_clk, output [3:0] dig1, output [3:0] dig0, output carry);
	wire [3:0] dig1_cnt;
	wire [3:0] dig0_cnt;
	wire carry_to_dig1;
	wire carry_to_minute;
	m_u_counter #(5) u0(carry_to_dig1, dig1_cnt, carry_to_minute);
	m_u_counter #(9) u1(one_hz_clk, dig0_cnt, carry_to_dig1);
	assign dig1=dig1_cnt;
	assign dig0=dig0_cnt;
	assign carry=carry_to_minute;
endmodule
module m_minute_timer(input carry_from_second, output [3:0] dig1, output [3:0] dig0, output carry);
	wire [3:0] dig1_cnt;
	wire [3:0] dig0_cnt;
	wire carry_to_dig1;
	wire carry_to_hour;
	m_u_counter #(5) u0(carry_to_dig1, dig1_cnt, carry_to_hour);
	m_u_counter #(9) u1(carry_from_second, dig0_cnt, carry_to_dig1);
	assign dig1=dig1_cnt;
	assign dig0=dig0_cnt;
	assign carry=carry_to_hour;
endmodule
module m_hour_timer(input carry_from_minute, output [3:0] dig1, output [3:0] dig0);
	reg [3:0] dig1_cnt;
	reg [3:0] dig0_cnt;
	reg [4:0] hour;
	always @(posedge carry_from_minute) begin
		if(hour == 5'd23) begin
			dig1_cnt=4'h0;
			dig0_cnt=4'h0;
			hour = 5'd0;
		end
		else if (dig0_cnt == 4'h9) begin
			dig0_cnt = 0;
			dig1_cnt = dig1_cnt + 1;
			hour = hour + 1;
		end
		else begin
			dig0_cnt = dig0_cnt + 1;
			hour = hour + 1;
		end
	end
	assign dig1=dig1_cnt;
	assign dig0=dig0_cnt;
endmodule

===== /design/flow/run.sh =====
#!/bin/bash
# OpenROAD 26Q1-2900-gdf79404cd8, Yosys 0.63+post, stock flow scripts
make -C /OpenROAD-flow-scripts/flow DESIGN_CONFIG=/design/flow/config.mk WORK_HOME=/design/flow/orfs finish

===== /design/flow/config.mk =====
export PLATFORM = sky130hd
export DESIGN_NAME = m_hour_timer
export DESIGN_NICKNAME = m_hour_timer
export VERILOG_FILES = /design/flow/design.v
export SDC_FILE = /design/flow/constraint.sdc
export NUM_CORES = 4
export LEC_CHECK = 1
export CORE_AREA = 10 10 70 70
export DIE_AREA = 0 0 80 80

===== /design/flow/constraint.sdc =====
current_design m_hour_timer

set clk_period 1.7
set clk_io_pct 0.2

create_clock -name clk0 -period $clk_period [get_ports {carry_from_minute}]

set non_clock_inputs [all_inputs -no_clocks]
set_input_delay [expr $clk_period * $clk_io_pct] -clock clk0 $non_clock_inputs
set_output_delay [expr $clk_period * $clk_io_pct] -clock clk0 [all_outputs]

==> out/results.ini <==
[status]
status = completed

[cts]
cts-hold-fix-buffers = 0
clkLatencyLatePin_ns = 0.27
h_tree_depth = 1
post_cts_buffers = 0
tritoncts_clock_tree = built
clock_tree.root_cell = sky130_fd_sc_hd__clkbuf_4
cts_made_buffers = 3
clock_slew_at_reported_path_ffs_ns = 0.08
cts.sink_count = 13
ctsResizeCount = 0
clk_path_buf_depth = 2

[place]
post-place-cells = 104
globalplace.congestion = 0.690
io_buffers = 8
final_hpwl_from_detailed_placement_um = 736

[floorplan]
die_area_um2 = 6400
vertical_die_dimension_um = 80
fp-utilization_pct = 15.3
num_rows = 21
pin_count = 9
die_width_um = 80
floorplan.core_area_um2 = 3420

[yosys]
synth.lib_cells_used.distinct = 17
syn-instance-count = 50
synth-warning-count = 1
syn-cell-area_um2 = 524
synth.ff_latch_count = 13
ys_seq_share_pct = 49.6
synth_stat.cells = 50
synth_chip_area_um2 = 524
synth.avg_cell_area_um2 = 10.5

[drt]
postRouteAntennaNets = 0
drt_pass1_iterations = 4
via_count = 373
drt_iter0_markers = 5
routed_wl_um = 991
num_antenna_cells = 0
per_cell_via_count_in_the_routed_design = 3.45
drt_drc_violations_left = 0
wl_per_cell_um = 9.18

[critical_path]
critPathArrivalTime_ns = 1.21
number_of_cell_instances_on_the_worst_register_to_register_path = 4
critPathLaunchType = flop
r2r-start = dig0_cnt[0]
max_stage_delay_ns = 0.51
timing.critical_path.cells = clkdlybuf4s50_1
r2r_setup_slk_ns = 0.34
cpMaxStageDelayCell = sky130_fd_sc_hd__clkdlybuf4s50_1
cp_top_family = buffers and inverters
r2r_end = dig1_cnt[3]
critical_path_buf_inv_count = 1
critPathMaxFanout = 4
timing.critical_path.required_ns = 1.36
worst_setup_path_end_kind = output pin
timing.setup.critical_path_class = flop to output pin

[timing]
fin_crit_ns = 1.55
tns_ns = 0
final-max-slew-violation-count = 0
worst_slew_pin_slew_ns = 0.434
timing.final.crit_share_pct = 91.0
hold_viol_final = 0
skew_ns = 0.00127
max_freq_ghz = 0.646
setup_viol_count_final = 0
grt_setup_unrepaired = false
slew_headroom_pct = 71.0

[global_route]
largest_net_degree_at_the_start_of_global_routing = 8
grt_first_pass_wirelength_mm = 1.60
grt_overflow = 0
grt_antenna_before_repair = 0
first_global_vias = 363
groute.usage.overall_pct = 3.13

[final_layout]
drive_gt1_share_pct = 9.68
footprint_of_the_flip_flops_and_latches_um2 = 260
syn2layout_area_growth_pct = 31.3
finish.cell_count_without_fillers = 108
mostFrequentLayoutCells = sky130_fd_sc_hd__dfxtp_1 (13), sky130_fd_sc_hd__nor2_1 (9), sky130_fd_sc_hd__clkdlybuf4s50_1 (8)
fill_cells = 380
final-comb-area_um2 = 260
lay_top_count = sky130_fd_sc_hd__dfxtp_1

[worst_hold_path]
worst_hold_path.num_cells = 1
hold_start = hour[0]
hold_path.class = flop to flop
hold-path-endpoint = hour[0]

[power]
overall_power_of_the_completed_layout_mw = 0.491
cellPowerDensity_nw_per_um2 = 714
cellLeakagePower_nw = 0.307
peakVddDrop_v = 0.000489

[flow_run]
stage_log_warnings = 26
number_of_violations_of_the_max_capacitance_limit = 0

synthesized netlist by cell type:
master | number | area, um^2
sky130_fd_sc_hd__ha_1 | 4 | 50.1
sky130_fd_sc_hd__dfxtp_1 | 13 | 260
sky130_fd_sc_hd__nor3b_2 | 1 | 12.5
sky130_fd_sc_hd__inv_1 | 1 | 3.75
sky130_fd_sc_hd__or3_1 | 1 | 6.26
sky130_fd_sc_hd__nand2b_1 | 1 | 6.26
sky130_fd_sc_hd__nand3b_4 | 1 | 20.0
sky130_fd_sc_hd__nand4b_1 | 2 | 17.5
sky130_fd_sc_hd__nand3_1 | 3 | 15.0
sky130_fd_sc_hd__nor2_1 | 9 | 33.8
sky130_fd_sc_hd__xnor2_1 | 1 | 8.76
sky130_fd_sc_hd__a21oi_2 | 1 | 8.76
sky130_fd_sc_hd__nand2_1 | 3 | 11.3
sky130_fd_sc_hd__xor2_1 | 5 | 43.8
sky130_fd_sc_hd__o21ai_0 | 2 | 10.0
sky130_fd_sc_hd__and2_1 | 1 | 6.26
sky130_fd_sc_hd__mux2i_1 | 1 | 10.0
metrics by stage:
step                      setup slack, ns  hold WS (ns)  area [um^2]  utilization (%)
after floorplan                     0.480         0.418          524                -
after global placement              0.424         0.431          662             19.4
after detailed placement            0.369         0.442          662             19.4
after CTS                           0.110         0.460          688             20.1
after global routing               0.0760         0.491          688             20.1
final                               0.152         0.458          688             20.1
per-layer routing:
metal / global-route usage, % / wire length (um) / vias to the layer above
met1: 3.87 / 515 / 170
li1: - / - / 194
met4: 0.352 / 0 / 0
met2: 4.33 / 383 / 9
met3: 2.39 / 92 / 0
met5: 0 / 0 / -
final cells by class:
cell class / instances / area share [%]
clock buffer: 4 / 3.82
inverter: 1 / 0.545
multi-input combinational: 36 / 37.8
sequential: 13 / 37.8
tap: 46 / 8.36
timing repair buffer: 8 / 11.6
power by group:
part	total (mW)	leakage, nW	switching (mW)	internal (mW)
combinational	0.000000187	0.187	0	0
sequential	0.304	0.105	0	0.304
clock	0.187	0.0150	0.0964	0.0908
worst max-delay path by stage:
| stage | from | endpoint | cells past startpoint |
|---|---|---|---|
| CTS | dig0_cnt[3] | dig0[3] | 1 |
| global route | dig0_cnt[3] | dig0[3] | 1 |
| finish | dig0_cnt[3] | dig0[3] | 1 |
kinds of logic after synthesis:
group | Yosys count | synth area share [%]
adder cells (fa/ha/maj) | 4 | 9.55
AND-OR/OR-AND | 3 | 3.58
AND/OR/NAND/NOR | 22 | 24.6
multiplexers | 1 | 1.91
buffers and inverters | 1 | 0.715
XOR/XNOR | 6 | 10.0
flip-flops | 13 | 49.6
worst reg2reg max path, cell delays in order, from the launching register on:
cell                       delay [ns]
sky130_fd_sc_hd__dfxtp_1         0.42
sky130_fd_sc_hd__ha_1            0.25
sky130_fd_sc_hd__nand3b_4        0.12
sky130_fd_sc_hd__or3_1           0.38
sky130_fd_sc_hd__a21oi_2         0.14
sequential cells by signal, indices dropped and copies added (netlist names):
register / cells
hour: 5
dig0_cnt: 4
dig1_cnt: 4
No activity file was given, so power comes from the tool's default toggle rates.
