`flow/run.sh`:
```
#!/bin/bash
# OpenROAD 26Q1-2900-gdf79404cd8, Yosys 0.63+post, stock flow scripts
make -C /OpenROAD-flow-scripts/flow DESIGN_CONFIG=/design/flow/config.mk WORK_HOME=/design/flow/orfs finish
```
`flow/config.mk`:
```
export PLATFORM = sky130hd
export DESIGN_NAME = m_timer
export DESIGN_NICKNAME = m_timer
export VERILOG_FILES = /design/flow/design.v
export SDC_FILE = /design/flow/constraint.sdc
export NUM_CORES = 4
export LEC_CHECK = 1
export CORE_AREA = 10 10 91 91
export DIE_AREA = 0 0 101 101
```
`flow/constraint.sdc`:
```
current_design m_timer

set clk_period 5.3
set clk_io_pct 0.2

create_clock -name clk0 -period $clk_period [get_ports {clk}]

set non_clock_inputs [all_inputs -no_clocks]
set_input_delay [expr $clk_period * $clk_io_pct] -clock clk0 $non_clock_inputs
set_output_delay [expr $clk_period * $clk_io_pct] -clock clk0 [all_outputs]
```
`flow/design.v`:
```
module m_prescale5M(input clk,output c_out);
	reg [22:0] cnt;
	wire wcout;
	assign wcout=(cnt==23'd4999999) ? 1'b1 : 1'b0;
	assign c_out=wcout;
	always @(posedge clk) begin
		if(wcout==1'b1)
			cnt=0;
		else
			cnt=cnt+1;
	end
endmodule
module m_timer(input clk,output [9:0] sec);
	reg [3:0] dcnt;
	wire [9:0] wsec;
	wire c1;	 
	m_prescale5M u0(clk,c1);
	always @(posedge clk) begin
		if(c1==1'b1) begin
			if(dcnt==4'd9)
				dcnt=0;
			else
				dcnt=dcnt+1;
		end
	end
	assign wsec[0]=(dcnt==4'd0) ? 1'b1 : 1'b0;
	assign wsec[1]=(dcnt==4'd1) ? 1'b1 : 1'b0;
	assign wsec[2]=(dcnt==4'd2) ? 1'b1 : 1'b0;
	assign wsec[3]=(dcnt==4'd3) ? 1'b1 : 1'b0;
	assign wsec[4]=(dcnt==4'd4) ? 1'b1 : 1'b0;
	assign wsec[5]=(dcnt==4'd5) ? 1'b1 : 1'b0;
	assign wsec[6]=(dcnt==4'd6) ? 1'b1 : 1'b0;
	assign wsec[7]=(dcnt==4'd7) ? 1'b1 : 1'b0;
	assign wsec[8]=(dcnt==4'd8) ? 1'b1 : 1'b0;
	assign wsec[9]=(dcnt==4'd9) ? 1'b1 : 1'b0;
	assign sec=wsec;
endmodule
```
==> flow_summary_export.csv <==
group,metric,value,unit
status,status,"finished, final reports clean",
cells_and_area,final_cell_mix,"23 x dfxtp_1, 14 x nor2_1, 10 x xnor2_1, 10 x nand3_1, 10 x clkdlybuf4s50_1",
setup_path,critPathTopFamily,"buffers and inverters",
flow_run,tool_warnings,28,
synth,netlist_area,1320,µm²
floorplanning,dieWidth,101,µm
detailed_routing,avgViaCountPerCell,4.27,
synth,ys_cells,145,
setup_path,rr_worst_depth,5,
place,routabilityCongestion,0.822,
detailed_routing,drt_iter0_drc,20,
place,place_area,1510,µm²
synth,synth-main-ff-cell,"dfxtp_1",
cells_and_area,fin_util,24.6,%
setup_path,cp_data_required_time,4240,ps
clock_tree,insertion_delay,270,ps
synth,ys_types,30,
flow_run,cap_violations,0,
hold_path,whs_path_depth,2,
clock_tree,cts_buffers,3,
pwr,power_density,205,nW/µm²
final_timing,setup_viol_count_final,0,
detailed_routing,final_antenna_net_count,0,
cells_and_area,stdcell_count,234,
synth,yosys.area_share.xor_xnor,11.9,%
floorplanning,pin_count,11,
synth,synth.area.mux_share,0,%
final_timing,worst_slack,2430,ps
synth,synth.cellmix.simpleShare,31.6,%
clock_tree,post_cts_buffers,0,
floorplanning,initial_core_util,20.8,%
clock_tree,cts_resized,0,
detailed_routing,post_drt_wl_per_cell,10.2,µm
place,hpwlAfterDp,1810,µm
grt,grt_use_total,4.83,%
hold_path,min_path_type,"flip-flop to flip-flop",
synth,synthAoiAreaFrac,4.36,%
detailed_routing,wl_met1,1200,µm
final_timing,max_slew.worst_pin.slew,600,ps
place,dp.cells,230,
synth,async_flop_share,0,%
clock_tree,cts_hold_buffers,0,
setup_path,start_kind,"flip-flop",
grt,grt_pass1_vias,965,
cells_and_area,layout-drive-gt1-share,5.10,%
final_timing,fmax,0.349,GHz
detailed_routing,drcViolationCount,0,
final_timing,rsz0062_at_grt,"no",
floorplanning,core_region_area,6350,µm²
setup_path,cpMostUsedCell,"inv_1",
clock_tree,cts_buffer_depth,2,
synth,syn_area_per_cell,9.11,µm²
setup_path,worst_setup_path_end_kind,"output pin",
grt,grt_pass1_wl,4350,µm
setup_path,reg2reg_to,"dcnt[2]$_SDFFCE_PP0N_",
detailed_routing,drt-total-wl,2380,µm
setup_path,r2r_slack,2980,ps
detailed_routing,firstDrtPassIters,4,
cells_and_area,syn_to_final_growth,18.0,%
place,port_buffers,10,
setup_path,arrival,1810,ps
detailed_routing,vias,999,
cells_and_area,final_cell_area,1560,µm²
final_timing,finalSetupTns,0,ps
synth,ys_ff,27,
floorplanning,die_h,101,µm
setup_path,reg2reg_from,"u0.cnt[0]$_SDFF_PN0_",
final_timing,relSlewSlack,59.8,%
floorplanning,rows,29,
grt,grt_max_degree,15,
setup_path,cpPeakStageDelay,520,ps
pwr,ir_drop,0.0801,mV
final_timing,hold-worst-slack,482,ps
cells_and_area,final_common_cell,"dfxtp_1",
grt,antenna_found_initial,0,
detailed_routing,antenna_cells,0,
setup_path,crit_buf_inv,3,
setup_path,crit_path_cell_trace,"inv_1 > ha_1 > inv_1 > nor2_1 > clkdlybuf4s50_1",
pwr,p_total,0.320,mW
grt,overflow,0,
detailed_routing,wl_met3,67,µm
detailed_routing,met2_length,1070,µm
setup_path,cp_max_fo,4,
setup_path,path_class,"flip-flop to output pin",
synth,syn_inst,145,
final_timing,finalClockPeriodUsage,54.1,%
synth,edf_count,4,
synth,ys_area,1320,µm²
detailed_routing,routed.top_layer,"met4",
final_timing,finClkSkew,5.13,ps
clock_tree,htree_levels,1,
clock_tree,root_buffer,"clkbuf_8",
clock_tree,cts.clk_slew.worst_paths,90,ps
synth,fa_ha_area_share,4.73,%
final_timing,timing.final.crit_period,2870,ps
setup_path,crit_slowest_cell,"clkdlybuf4s50_1",
final_timing,finalMaxSlewViolations,0,
synth,postSynthSeqShare,43.9,%
clock_tree,cts_tree,"yes",
final_timing,hold_viol_final,0,
clock_tree,cts.sinks,27,
place,dp_slack,2720,ps
synth,yosys_warnings,2,
floorplanning,chipArea,10200,µm²
synth,top_logic_kind,"simple AND/OR/NAND/NOR gates",
pwr,leakagePower,0.582,nW
hold_path,hold_path_end,"u0.cnt[22]$_SDFF_PN0_",
hold_path,min_from,"u0.cnt[22]$_SDFF_PN0_",
## registers in the layout, summed over array words and instances, names as in the netlist
register,cells
dcnt,4
u0.cnt,23
## metal layers
metal,vias to the layer above,global-route usage [%]
met3,2,0.347
met1,453,7.03
li1,532,-
met2,12,7.67
met5,-,0
met4,0,1.07
## cells by family after synthesis
group	count (synthesis)
AOI/OAI and AO/OA	10
and+or+nand+nor	73
DFF	27
xor gates and xnor gates	18
buffers and inverters	12
adders and majority gates	5
## worst max-delay path by stage
stage,startpoint,end,slack [ps],cells after the start
after CTS,dcnt[1]$_SDFFCE_PP0N_,sec[9],2410,5
after global routing,dcnt[1]$_SDFFCE_PP0N_,sec[9],2270,5
final,dcnt[1]$_SDFFCE_PP0N_,sec[9],2430,5
## Yosys cell counts, types with 2 or more instances
library cell	count	area, µm²
dfxtp_1	23	460
nor2_1	14	52.6
nand3_1	10	50.1
xnor2_1	10	87.6
inv_1	9	33.8
nand2_1	9	33.8
xor2_1	8	70.1
nand4_1	6	37.5
nor3_1	6	30.0
and2_1	5	31.3
ha_1	5	62.6
edfxtp_1	4	120
o21ai_0	4	20.0
a21oi_1	3	15.0
and4_1	3	26.3
clkbuf_1	3	11.3
nor2b_1	3	18.8
o31ai_1	3	22.5
or4_1	3	22.5
and3_1	2	12.5
nor4_1	2	12.5
nor4bb_1	2	20.0
## final cells by class
class / count / area, µm²
well taps: 77 / 96.3
multi-input cells: 106 / 696
clock buffers: 4 / 45.0
inverters: 9 / 33.8
repair buffers: 11 / 108
flip-flops and latches: 27 / 581
fillers: 662 / 4790
## power by group
part | internal (mW) | switching [mW] | leakage (nW)
Sequential | 0.207 | 0 | 0.232
Clock | 0.0537 | 0.0592 | 0.0228
Combinational | 0 | 0 | 0.327
Total | 0.261 | 0.0592 | 0.582
## tightest hold or removal path: cells and delay by family, from the launching register on
kind           cells  cell delay (ps)
AND-OR/OR-AND      2              110
flip-flops         1              330
Power and IR drop assume default switching activity.
