<file path="/design/flow/config.mk">
export PLATFORM = sky130hd
export DESIGN_NAME = TopModule
export DESIGN_NICKNAME = TopModule
export VERILOG_FILES = /design/flow/design.v
export SDC_FILE = /design/flow/constraint.sdc
export NUM_CORES = 4
export LEC_CHECK = 1
export CORE_UTILIZATION = 30
</file>
<file path="/design/flow/constraint.sdc">
current_design TopModule

set clk_period 3.8
set clk_io_pct 0.2

create_clock -name clk0 -period $clk_period [get_ports {CLK1}]

set non_clock_inputs [all_inputs -no_clocks]
set_input_delay [expr $clk_period * $clk_io_pct] -clock clk0 $non_clock_inputs
set_output_delay [expr $clk_period * $clk_io_pct] -clock clk0 [all_outputs]
</file>
<file path="/design/flow/design.v">
module m_adder(input [3:0] in1, input [3:0] in2, output [7:0] result);
	assign result = in1 + in2;
endmodule
module m_chattering(input clk, input sw_in, output sw_out);
	reg [15:0] cnt;	 
	reg swreg;			 
	wire iclk;			 
	assign sw_out=swreg;
	always @(posedge clk) begin
		cnt=cnt+1;
	end
	assign iclk=cnt[15];	 
	always @(posedge iclk) begin
		swreg=sw_in;
	end
endmodule
	module m_seven_segment(input [3:0] idat, output [7:0] odat);
    function [7:0] LedDec;
      input [3:0] num;
      begin
         case (num)
           4'h0:        LedDec = 8'b11000000;   
           4'h1:        LedDec = 8'b11111001;   
           4'h2:        LedDec = 8'b10100100;   
           4'h3:        LedDec = 8'b10110000;   
           4'h4:        LedDec = 8'b10011001;   
           4'h5:        LedDec = 8'b10010010;   
           4'h6:        LedDec = 8'b10000010;   
           4'h7:        LedDec = 8'b11111000;   
           4'h8:        LedDec = 8'b10000000;   
           4'h9:        LedDec = 8'b10011000;   
           4'ha:        LedDec = 8'b10001000;   
           4'hb:        LedDec = 8'b10000011;   
           4'hc:        LedDec = 8'b10100111;   
           4'hd:        LedDec = 8'b10100001;   
           4'he:        LedDec = 8'b10000110;   
           4'hf:        LedDec = 8'b10001110;   
           default:     LedDec = 8'b11111111;   
         endcase
      end 
    endfunction
	assign odat=LedDec(idat);
endmodule
module TopModule(
	input 		          		CLK1,
	input 		          		CLK2,
	output		     [7:0]		HEX0,
	output		     [7:0]		HEX1,
	output		     [7:0]		HEX2,
	output		     [7:0]		HEX3,
	output		     [7:0]		HEX4,
	output		     [7:0]		HEX5,
	input 		     [1:0]		BTN,
	output		     [9:0]		LED,
	input 		     [9:0]		SW
	);
	wire in0, in1, in2, in3, in4, in5, in6, in7; 
	wire [3:0] input1;
	wire [3:0] input2;
	wire [7:0] result;
	wire [7:0] led0, led1, led2, led3;
	m_chattering u0(CLK1, SW[0], in0);
	m_chattering u1(CLK1, SW[1], in1);
	m_chattering u2(CLK1, SW[2], in2);
	m_chattering u3(CLK1, SW[3], in3);
	m_chattering u4(CLK1, SW[4], in4);
	m_chattering u5(CLK1, SW[5], in5);
	m_chattering u6(CLK1, SW[6], in6);
	m_chattering u7(CLK1, SW[7], in7);
	assign input1 = {in3, in2, in1, in0};
	assign input2 = {in7, in6, in5, in4};
	m_adder u8(input1, input2, result);
	m_seven_segment u9(result[3:0], led0);
	m_seven_segment u10(result[7:4], led1);
	m_seven_segment u11(input1, led2);
	m_seven_segment u12(input2, led3);
	assign LED={2'h0, input2, input1};
	assign HEX0=led0;
	assign HEX1=led1;
	assign HEX2=led2;
	assign HEX3=led3;
	assign HEX4=8'hff;
	assign HEX5=8'hff;
endmodule
</file>
<file path="/design/flow/run.sh">
#!/bin/bash
# OpenROAD 26Q1-2900-gdf79404cd8, Yosys 0.63+post, stock flow scripts
make -C /OpenROAD-flow-scripts/flow DESIGN_CONFIG=/design/flow/config.mk WORK_HOME=/design/flow/orfs finish
</file>
==> deck_impl_summary.md <==
Synthesis and Place & Route Summary

Synth
  • Cells after Synth: 581
  • Warnings, synthesis: 2
  • Ys flop type: dfxtp_1
  • Simple share: 16.7%
  • Yosys top cell by area: dfxtp_1
  • Avg Cell Area, Syn: 9.98 um^2
  • Synth mux share: 1.92%
  • Async S/R FF share, synth: 0%
  • Area fraction in compound gates after synthesis: 4.10%
  • Flip-flops with a built-in enable: 0
  • Synth Cell Area: 5800 um^2
  • Synth Seq Share: 47.0%
  • Yosys chip area: 5800 um^2
  • Netlist cell types: 39
  • XOR Share, Synth: 17.2%
  • Post-synth regs: 136
  • Fa+ha+maj area frac: 6.17%
  • Synth area leaders: dfxtp_1, xnor2_1, ha_1
  • Top-area cell share: 47.0%
  • Yosys Instances: 581
  • Main logic family: XOR/XNOR gates

Drt
  • First-pass iteration count of the detailed router: 5
  • N_diodes: 0
  • Via count: 3,743
  • Antenna Nets Post-Route: 0
  • Routed WL: 8.45 mm
  • Post-DR wirelength/cell: 9.45 um
  • DRC Markers: 0
  • Mean number of vias per cell: 4.19
  • Starting DRC count in detailed routing: 115

Timing
  • Final setup vio count: 0
  • Endpoints left unconstrained: 41
  • Final Hold Violating Endpoints: 0
  • Setup TNS: 0 ns
  • Clock skew: 0.00881 ns
  • Pins Over Slew Limit: 0
  • Cycle use final: 40.1%
  • Rel. slew slack: 61.2%
  • Unrepaired setup endpoints after global routing: no
  • Fmax: 656 MHz
  • Crit path time final: 1.52 ns
  • Worst-margin pin slew: 0.578 ns
  • Register pins left without a clock: 8

Clock tree
  • Maximum root-to-sink buffer count: 2
  • CTS tree: built
  • Post-cts hold-fix buffer tally: 0
  • Post-CTS setup buffer count: 0
  • Clock buffer count from CTS: 17
  • H-tree depth: 4
  • CTS clk-pin slew, worst paths: 0.06 ns
  • Clk ins delay skew pair: 0.41 ns
  • Number of gates resized after CTS: 0
  • Root buffer cell: clkbuf_16

Power and ir drop
  • NetSw: 0.000605 W
  • Int Power: 0.00226 W
  • Share of power burned in registers: 46.9%
  • Clock power frac: 52.8%
  • Pwr Density: 417 nW/um^2
  • VDD IR max: 0.290 mV
  • Static leakage: 2.59 nW
  • Comb power frac: 0.3%
  • Switching Share: 21.1%

Critical path
  • Setup crit end kind: flop
  • Crit path DRT: 4.10 ns
  • CP Max Fanout: 4
  • CP max stage delay: 0.37 ns
  • R2r startpoint: u4.cnt[0]$_DFF_P_
  • Slowest cell on the critical path: dfxtp_1
  • Cell family with most CP delay: simple AND/OR/NAND/NOR gates
  • Worst path buffer plus inverter count: 0
  • Critical Path AT: 1.82 ns
  • CP Launch Point: u4.cnt[0]$_DFF_P_
  • CP cell instances: ha_1 > nand4_1 > nor3_1 > nand3_1 > xnor2_1
  • WS Path Type: flop to flop
  • Startpoint types: flop

Place
  • RePlAce Congestion: 0.801
  • Port Buffers: 41
  • Hpwl dp: 5.97 mm
  • Dpl cell area: 6310 um^2

Layout
  • Commonest non-fill, non-tap cells in the layout: dfxtp_1, xnor2_1, nand3_1
  • Share of layout cells above drive strength 1: 5.52%
  • Top cell excl fill/tap: dfxtp_1
  • Area grow syn2layout: 18.6%
  • Design area: 6870 um^2

GRT
  • GRT Util Overall: 9.26%
  • Initial antenna violation count: 0
  • Largest net degree at the start of global routing: 17
  • Gr ovfl total: 0
  • Vias in the first global route: 3,394
  • First-pass GRT wire length: 15.1 mm

Floorplanning
  • I/O pin total: 72
  • Die H: 141 um
  • # rows: 50
  • Die area: 19,900 um^2
  • Init Core Util: 30.8%
  • Die width: 141 um
  • Core Region: 18,800 um^2

Job
  • Tool Warnings: 42
  • Total of max-cap violations: 0

Min path
  • Hold_sp: u3.cnt[0]$_DFF_P_
  • Hold Path Class: flop to flop

Outcome
  • Status: finished, final reports clean
==> per-stage QoR <==
stage | setup WS, ns | std cells | hold WS, ns | power [W] | utilization [%]
floorplan | 2.47 | 604 | 0.366 | 0.00139 | -
global placement | 2.29 | 862 | 0.377 | 0.00138 | 33.5
detailed placement | 2.29 | 862 | 0.380 | 0.00138 | 33.5
CTS | 2.27 | 894 | 0.395 | 0.00291 | 36.5
global route | 2.09 | 894 | 0.408 | 0.00297 | 36.5
finish | 2.28 | 894 | 0.392 | 0.00286 | 36.5
==> per-layer routing <==
layer	vias up	routed length [um]	global-route usage, %
li1	2002	-	-
met3	12	371	2.15
met4	0	165	1.89
met5	-	0	0
met2	66	3450	13.9
met1	1663	4460	13.9
==> registers in the layout, summed over array words and instances, names as in the netlist, 16 cells and up <==
signal,cells
u4.cnt,16
u0.cnt,16
u2.cnt,16
u3.cnt,16
u5.cnt,16
u7.cnt,16
u6.cnt,16
u1.cnt,16
==> worst reg2reg max path, cell delays in order (launching register included) <==
cell and delay (ns):
dfxtp_1 0.37, ha_1 0.21, nand4_1 0.18, nor3_1 0.36
nand3_1 0.15, xnor2_1 0.14
==> cells by family after synthesis <==
kind of cell	Yosys count
flops	136
other cells	2
buf+inv	66
mux	7
compound gates	37
xor+xnor	114
fa+ha+maj	28
simple gates	191
==> synth_stat cells (all sizes together) (3+ instances only) <==
cell type	count
dfxtp	136
xnor2	81
nand3	51
nand2	44
buf	38
xor2	33
nor2	29
ha	27
inv	23
nand4	23
and3	14
and4	12
nor3	10
o21ai	9
a21oi	8
o22ai	7
clkbuf	5
a21o	4
mux2i	4
mux4	3
or3	3
==> power by group through the flow <==
stage                 clock network (W)   logic (W)  registers (W)
final                           0.00151  0.00000851        0.00134
after CTS                       0.00156  0.00000905        0.00134
after global routing            0.00162   0.0000102        0.00134
==> worst paths after layout <==
check | to | slack (ns) | cells after the start
hold / removal | u3.cnt[0]$_DFF_P_ | 0.39 | 1
hold reg to reg | u3.cnt[0]$_DFF_P_ | 0.39 | 1
setup reg to reg | u4.cnt[12]$_DFF_P_ | 2.28 | 5
setup / recovery | u4.cnt[12]$_DFF_P_ | 2.28 | 5
==> area by class of cell <==
| type | instances | area [um^2] |
|---|---|---|
| clock inverters | 14 | 133 |
| flip-flops and latches | 136 | 2720 |
| well taps | 260 | 325 |
| fillers | 1848 | 12000 |
| clock buffers | 18 | 429 |
| multi-input cells | 402 | 2770 |
| repair buffers | 41 | 410 |
| inverters | 23 | 86.3 |
No activity file was given, so power comes from the tool's default toggle rates.
